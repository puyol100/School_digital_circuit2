File: flow/config.mk
export PLATFORM = sky130hd
export DESIGN_NAME = memory
export DESIGN_NICKNAME = memory
export VERILOG_FILES = /design/flow/design.v
export SDC_FILE = /design/flow/constraint.sdc
export NUM_CORES = 4
export LEC_CHECK = 1
export CORE_UTILIZATION = 50
File: flow/constraint.sdc
current_design memory

set clk_period 3.7
set clk_io_pct 0.2

create_clock -name clk0 -period $clk_period [get_ports {clk}]

set non_clock_inputs [all_inputs -no_clocks]
set_input_delay [expr $clk_period * $clk_io_pct] -clock clk0 $non_clock_inputs
set_output_delay [expr $clk_period * $clk_io_pct] -clock clk0 [all_outputs]
File: flow/design.v
module memory(clk, cen, wen, addr, din, dout); 
	input clk; 
	input cen, wen; 
	input [4:0] addr; 
	input [31:0] din; 
	output reg [31:0] dout; 
	reg [31:0] mem [0:31]; 
	integer i;
	initial begin
		for(i=0; i<32; i=i+1) begin 
			mem[i] <= 32'h00000000; 
			end
	end 
	always @ (posedge clk) 
	begin
		if(cen ==1'b1 && wen == 1'b1)begin mem[addr] <= din; dout <= 32'b0; end
		else if (wen == 1'b0 && cen == 1'b1) begin dout <= mem[addr]; end
		else if(cen == 1'b0) dout <= 32'b0;
	end
endmodule 
File: flow/run.sh
#!/bin/bash
# OpenROAD 26Q1-2900-gdf79404cd8, Yosys 0.63+post, stock flow scripts
make -C /OpenROAD-flow-scripts/flow DESIGN_CONFIG=/design/flow/config.mk WORK_HOME=/design/flow/orfs finish
==> impl_metrics.ini <==
; generated from flow reports
[setup_path]
path_max_fanout = 16
worst_path_max_delay_cell = clkdlybuf4s50_1
r2r_start = mem[31][21]
worst-setup-path-type = input port to register
worstPathRequired_ns = 4.20
worstPathArrival_ns = 3.32
path_cells = clkdlybuf4s50_1 > nand4b_1 > buf_4 > o22ai_1 > nor4_1 > a31oi_1
startpoint_type = input port
cpPeakStageDelay_ns = 0.82
cp-startpoint = addr[0]
crit_path_end_kind = register

[placed_design]
hpwl_um = 58500
io_buffers = 71
place.gp.congestion = 0.874
dp_slack_ns = 0.227

[clock_tree]
cts_tree = yes
ctsHoldBuffers = 0
post_cts_buffers = 0
htreeDepth = 3
path_clk_slew_ns = 0.06
clock_sinks = 1056
cts-root-buf = clkbuf_16
cts_max_path_buffers = 3
post_cts_resized = 0
numCtsBuffers = 103
clk_latency_ns = 0.67

[synthesis]
flop_cell = edfxtp_1
ys.flops = 1056
avgSynthCellArea_um2 = 18.6
async_reset_ff_share_pct = 0
common_cells = edfxtp_1, mux2i_1, o22ai_1
yosys_warnings = 1
top_area_cell = edfxtp_1
yosys_area_um2 = 39800
top_cells_by_area = edfxtp_1, mux2i_1, o22ai_1
ys_seq_share_pct = 78.9
synth_cell_types = 25
edf_count = 1024
yosysTopAreaCellShare_pct = 77.3
synth.most_common_cell = edfxtp_1
synth_area_um2 = 39800
synthCells = 2144
synth_stat.cells = 2144

[hold_path]
hp-class = register to register
worstHoldStart = mem[12][8]

[flow_run]
warning_count = 26
maxCapViolCount = 0

[die]
die_area_um2 = 80700
core_area_um2 = 78900
fp_util_pct = 50.5
die_w_um = 284
rows = 103
io_pins = 72
die_y_um = 284

[global_route]
grt-ovfl-total = 0
grt_pass1_vias = 21800
grt_pass1_wl_um = 149000
antenna_found_initial = 5
grt_max_degree = 69
track_usage_pct = 29.0

[timing]
finClkSkew_ns = 0.0335
fin_ws_ns = 0.877
period_used_pct = 76.3
maxSlewViolCount = 0
fmax_ghz = 0.354
fin_tns_setup_ns = 0
rsz0062_at_grt = false
worstMarginPinSlew_ns = 0.968
finalHoldViolCount = 0
slew_headroom_pct = 35.3
min_period_ns = 2.82
finalSetupViolCount = 0

[detailed_routing]
vias_per_cell = 5.97
wl_um = 104000
wl_per_cell_um = 29.8
drt_iter0_markers = 1103
drc = 0
drt_first_pass_iters = 5
vias = 20800
drtAntennaViolNets = 0

[finish]
seq_area_um2 = 31400
fill_cells = 5665
area_growth_pct = 15.9
drive_above_1_share_pct = 14.3
mi_logic_area_um2 = 8050

[pwr]
ir_drop_mv = 0.440
power_density_nw_per_um2 = 524
p_leak_uw = 0.0158

[run_status]
outcome = completed
-- state kept, by name, summed over array words and instances, names as in the netlist --
register / count
mem: 1024
dout: 32
-- through the flow --
step	instances	area (µm²)	total power, µW	hold WS (ns)	utilization, %
after floorplan	2144	39800	14000	0.636	-
after global routing	3477	46100	24900	0.773	58.5
final	3478	46100	24100	0.722	58.5
after global placement	3282	42900	14500	0.694	54.4
after CTS	3477	46100	24300	0.726	58.5
after detailed placement	3282	42900	14500	0.701	54.4
-- power breakdown --
group          internal [µW]  switching (µW)
Combinational            386             656
Sequential             13200            37.1
Clock                   5600            4260
Total                  19200            4950
-- cells by family after synthesis --
kind of cell / synth area share, %
multiplexers: 12.9
flip-flops: 78.9
AND-OR/OR-AND: 4.53
AND/OR/NAND/NOR: 2.06
buffers and inverters: 1.65
-- critical path: cells and delay by family --
kind	cells	cell delay, ns
AOI/OAI and AO/OA	2	0.33
buffers and inverters	2	1.23
and+or+nand+nor	2	1.02
-- final timing paths --
kind / end / cells after the start / slack, ns
worst max-delay path: dout[18] / 6 / 0.88
worst min-delay path: dout[8] / 4 / 0.72
worst max register to register: dout[21] / 5 / 2.08
worst min register to register: dout[8] / 4 / 0.72
-- layout by cell type (no fill, tap or decap), types with 15 or more instances in the layout --
| cell type | Yosys | layout |
|---|---|---|
| clkbuf_1 | 41 | 24 |
| o22ai_1 | 256 | 256 |
| nor2_4 | 0 | 28 |
| dfxtp_1 | 32 | 32 |
| buf_12 | 0 | 26 |
| clkbuf_8 | 0 | 16 |
| clkinv_1 | 0 | 15 |
| buf_4 | 0 | 119 |
| a31oi_1 | 32 | 32 |
| clkdlybuf4s50_1 | 0 | 70 |
| clkinv_2 | 0 | 24 |
| clkbuf_16 | 0 | 103 |
| mux2i_1 | 512 | 512 |
| edfxtp_1 | 1024 | 1024 |
| nor4_1 | 32 | 32 |
| nor2_1 | 94 | 66 |
-- metal layers --
layer / share of wire, % / GRT usage [%]
met5: 0.15 / 1.73
met3: 18 / 22.8
met1: 34 / 39.0
met2: 45 / 40.3
met4: 2.3 / 5.13
-- layout make-up --
| type | count | area share [%] |
|---|---|---|
| Antenna cell | 1 | 0.00543 |
| Multi-Input combinational cell | 960 | 17.4 |
| Tap cell | 1050 | 2.85 |
| Clock buffer | 143 | 6.26 |
| Sequential cell | 1056 | 68.1 |
| Clock inverter | 52 | 0.773 |
| Timing Repair Buffer | 216 | 4.62 |
No activity file was given, so power comes from the tool's default toggle rates.
