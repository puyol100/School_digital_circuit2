==> ./config.mk <==
export PLATFORM = sky130hd
export DESIGN_NAME = cla_clk
export DESIGN_NICKNAME = cla_clk
export VERILOG_FILES = /design/flow/design.v
export SDC_FILE = /design/flow/constraint.sdc
export NUM_CORES = 4
export LEC_CHECK = 1
export CORE_UTILIZATION = 30
==> ./constraint.sdc <==
current_design cla_clk

set clk_period 10.4
set clk_io_pct 0.2

create_clock -name clk0 -period $clk_period [get_ports {clock}]

set non_clock_inputs [all_inputs -no_clocks]
set_input_delay [expr $clk_period * $clk_io_pct] -clock clk0 $non_clock_inputs
set_output_delay [expr $clk_period * $clk_io_pct] -clock clk0 [all_outputs]
==> ./design.v <==
module _inv(a,y); 
input a; 
output y; 
assign y = ~a;  
endmodule
module _nand2(a,b,y); 
input a,b; 
output y; 
assign y = ~(a&b); 
endmodule
module _and2(a,b,y); 
input a,b; 
output y ; 
assign y = a&b;
endmodule
module _or2(a,b,y); 
input a,b; 
output y; 
assign y = a|b;
endmodule
module _xor2(a,b,y); 
input a,b; 
output y; 
wire inv_a, inv_b; 
wire w0, w1;
_inv U0_inv(.a(a), .y(inv_a)); 
_inv U1_inv(.a(b), .y(inv_b)); 
_and2 U2_and(.a(inv_a), .b(b), .y(w0));
_and2 U3_and(.a(a), .b(inv_b), .y(w1));
_or2 U4_or(.a(w0), .b(w1), .y(y));
endmodule
module _and3(a,b,c,y); 
input a,b,c; 
output y; 
assign y=a&b&c; 
endmodule
module _or3(a,b,c,y); 
input a,b,c; 
output y; 
assign y=a|b|c; 
endmodule
module _and4(a,b,c,d,y); 
input a,b,c,d; 
output y; 
assign y=a&b&c&d; 
endmodule
module _or4(a,b,c,d,y); 
input a,b,c,d; 
output y; 
assign y=a|b|c|d; 
endmodule
module _and5(a,b,c,d,e,y); 
input a,b,c,d,e; 
output y; 
assign y=a&b&c&d&e; 
endmodule
module _or5(a,b,c,d,e,y); 
input a,b,c,d,e; 
output y; 
assign y=a|b|c|d|e; 
endmodule
module _inv_4bits(a,y); 
input [3:0] a;
output[3:0] y;
assign y=~a; 
endmodule
module _xor2_4bits(a,b,y); 
input[3:0] a,b;
output[3:0] y;
_xor2 U0_xor2(.a(a[0]),.b(b[0]),.y(y[0]));
_xor2 U1_xor2(.a(a[1]),.b(b[1]),.y(y[1]));
_xor2 U2_xor2(.a(a[2]),.b(b[2]),.y(y[2]));
_xor2 U3_xor2(.a(a[3]),.b(b[3]),.y(y[3]));
endmodule 
module _and2_4bits(a,b,y); 
input[3:0] a,b;
output[3:0] y;
assign y=a&b;
endmodule
module _or2_4bits(a,b,y); 
input[3:0] a,b;
output[3:0] y;
assign y=a|b;
endmodule
module _xnor2_4bits(a,b,y); 
input[3:0] a,b;
output[3:0] y;
wire[3:0] w0;
_xor2_4bits U0_xor2_4bits(.a(a),.b(b),.y(w0));
_inv_4bits U1_inv_4bits(.a(w0),.y(y));
endmodule
module _inv_32bits(a,y); 
input[31:0]		a;
output[31:0]	y;
assign y=~a;
endmodule
module _and2_32bits(a,b,y); 
input[31:0]		a,b;
output[31:0]	y;
assign y=a&b;
endmodule
module _or2_32bits(a,b,y); 
input[31:0]		a,b;
output[31:0]	y;
assign y=a|b;
endmodule
module _xor2_32bits(a,b,y); 
input[31:0]		a,b;
output[31:0]	y;
_xor2_4bits U0_xor2_4bits(.a(a[3:0]),   .b(b[3:0]),   .y(y[3:0]));
_xor2_4bits U1_xor2_4bits(.a(a[7:4]),   .b(b[7:4]),   .y(y[7:4]));
_xor2_4bits U2_xor2_4bits(.a(a[11:8]),  .b(b[11:8]),  .y(y[11:8]));
_xor2_4bits U3_xor2_4bits(.a(a[15:12]), .b(b[15:12]), .y(y[15:12]));
_xor2_4bits U4_xor2_4bits(.a(a[19:16]), .b(b[19:16]), .y(y[19:16]));
_xor2_4bits U5_xor2_4bits(.a(a[23:20]), .b(b[23:20]), .y(y[23:20]));
_xor2_4bits U6_xor2_4bits(.a(a[27:24]), .b(b[27:24]), .y(y[27:24]));
_xor2_4bits U7_xor2_4bits(.a(a[31:28]), .b(b[31:28]), .y(y[31:28]));
endmodule
module _xnor2_32bits(a,b,y); 
input[31:0]		a,b;
output[31:0]	y;
_xnor2_4bits U0_xnor2_4bits(.a(a[3:0]),   .b(b[3:0]),   .y(y[3:0]));
_xnor2_4bits U1_xnor2_4bits(.a(a[7:4]),   .b(b[7:4]),   .y(y[7:4]));
_xnor2_4bits U2_xnor2_4bits(.a(a[11:8]),  .b(b[11:8]),  .y(y[11:8]));
_xnor2_4bits U3_xnor2_4bits(.a(a[15:12]), .b(b[15:12]), .y(y[15:12]));
_xnor2_4bits U4_xnor2_4bits(.a(a[19:16]), .b(b[19:16]), .y(y[19:16]));
_xnor2_4bits U5_xnor2_4bits(.a(a[23:20]), .b(b[23:20]), .y(y[23:20]));
_xnor2_4bits U6_xnor2_4bits(.a(a[27:24]), .b(b[27:24]), .y(y[27:24]));
_xnor2_4bits U7_xnor2_4bits(.a(a[31:28]), .b(b[31:28]), .y(y[31:28]));
endmodule
module _nor2(a,b,y); 
input a,b; 
output y; 
assign y=~(a|b); 
endmodule
module cla32(a,b,ci,s,co); 
 input [31:0] a, b;
 input ci;
 output [31:0] s;
 output co;
 wire c1,c2,c3,c4,c5,c6,c7; 
cla4 CL0(.a(a[3:0]),.b(b[3:0]),.ci(ci),.s(s[3:0]),.co(c1));
cla4 CL1(.a(a[7:4]),.b(b[7:4]),.ci(c1),.s(s[7:4]),.co(c2));
cla4 CL2(.a(a[11:8]),.b(b[11:8]),.ci(c2),.s(s[11:8]),.co(c3));
cla4 CL3(.a(a[15:12]),.b(b[15:12]),.ci(c3),.s(s[15:12]),.co(c4));
cla4 CL4(.a(a[19:16]),.b(b[19:16]),.ci(c4),.s(s[19:16]),.co(c5));
cla4 CL5(.a(a[23:20]),.b(b[23:20]),.ci(c5),.s(s[23:20]),.co(c6));
cla4 CL6(.a(a[27:24]),.b(b[27:24]),.ci(c6),.s(s[27:24]),.co(c7));
cla4 CL7(.a(a[31:28]),.b(b[31:28]),.ci(c7),.s(s[31:28]),.co(co));
endmodule
module cla4(a,b,ci,s,co); 
 input [3:0] a,b; 
 input ci;
 output [3:0] s;
 output co;
 wire c1,c2,c3; 
 fa_v2 f0(.a(a[0]),.b(b[0]),.ci(ci),.s(s[0]));
 fa_v2 f1(.a(a[1]),.b(b[1]),.ci(c1),.s(s[1]));
 fa_v2 f2(.a(a[2]),.b(b[2]),.ci(c2),.s(s[2]));
 fa_v2 f3(.a(a[3]),.b(b[3]),.ci(c3),.s(s[3]));
 clb4 CB0(.a(a),.b(b),.ci(ci),.c1(c1),.c2(c2),.c3(c3),.co(co)); 
 endmodule
module clb4(a,b,ci,c1,c2,c3,co);
   input [3:0] a, b;
   input ci;
   output c1, c2, c3, co;
   wire [3:0] g, p;  
   wire w0_c1;
   wire w0_c2, w1_c2;
   wire w0_c3, w1_c3, w2_c3;
   wire w0_co, w1_co, w2_co, w3_co;
   _and2 U0_and2(.a(a[0]),.b(b[0]),.y(g[0]));
   _and2 U1_and2(.a(a[1]),.b(b[1]),.y(g[1]));
   _and2 U2_and2(.a(a[2]),.b(b[2]),.y(g[2]));
   _and2 U3_and2(.a(a[3]),.b(b[3]),.y(g[3]));
   _or2 U0_or2(.a(a[0]),.b(b[0]),.y(p[0]));
   _or2 U1_or2(.a(a[1]),.b(b[1]),.y(p[1]));
   _or2 U2_or2(.a(a[2]),.b(b[2]),.y(p[2]));
   _or2 U3_or2(.a(a[3]),.b(b[3]),.y(p[3]));
   _and2 A0_and2(.a(p[0]),.b(ci),.y(w0_c1));
   _or2  A1_or2(.a(g[0]),.b(w0_c1),.y(c1));
	_and2 B1_and2(.a(p[1]),.b(g[0]),.y(w0_c2));
   _and3 B0_and3(.a(p[1]),.b(p[0]),.c(ci),.y(w1_c2));
   _or3  B2_or3(.a(g[1]), .b(w0_c2), .c(w1_c2), .y(c2));
   _and2 C0_and2(.a(p[2]), .b(g[1]), .y(w0_c3));
	_and3 C1_and3(.a(p[2]), .b(p[1]), .c(g[0]), .y(w1_c3));
	_and4 C2_and4(.a(p[2]), .b(p[1]), .c(p[0]), .d(ci), .y(w2_c3));
	_or4  C3_or4(.a(g[2]), .b(w0_c3), .c(w1_c3), .d(w2_c3), .y(c3));
  	_and2 D0_and2(.a(p[3]), .b(g[2]), .y(w0_co));
	_and3 D1_and3(.a(p[3]), .b(p[2]), .c(g[1]), .y(w1_co));
	_and4 D2_and4(.a(p[3]), .b(p[2]), .c(p[1]), .d(g[0]), .y(w2_co));
	_and5 D3_and5(.a(p[3]), .b(p[2]), .c(p[1]), .d(p[0]), .e(ci), .y(w3_co));
	_or5  D4_or5(.a(g[3]), .b(w0_co), .c(w1_co), .d(w2_co), .e(w3_co), .y(co));
   endmodule 
module fa_v2(a,b,ci,s); 
input a,b,ci;
output s;
_xor2 U0_xor2(.a(a),.b(b),.y(w0));
_xor2 U1_xor2(.a(w0),.b(ci),.y(s));
endmodule
module cla_clk(clock, a, b, ci, s_cla, co_cla); 
 input			clock; 
 input   [31:0] a, b; 
 input 			ci;
 output   [31:0] s_cla;
 output 			co_cla;
 reg [31:0]   reg_a, reg_b; 
 reg				reg_ci;
 reg [31:0]   reg_s_cla;
 reg				reg_co_cla;
 wire [31:0]   wire_s_cla;
 wire 			wire_co_cla;  
 always @ (posedge clock) 
 begin
		reg_a			<= a;  
 		reg_b			<= b;
		reg_ci		<= ci;
		reg_s_cla	<= wire_s_cla;
		reg_co_cla	<= wire_co_cla; 
end
cla32 CL32(.a(reg_a),.b(reg_b),.ci(reg_ci),.s(wire_s_cla),.co(wire_co_cla));
	assign	 s_cla = reg_s_cla;
	assign    co_cla= reg_co_cla; 
endmodule
==> ./run.sh <==
#!/bin/bash
# OpenROAD 26Q1-2900-gdf79404cd8, Yosys 0.63+post, stock flow scripts
make -C /OpenROAD-flow-scripts/flow DESIGN_CONFIG=/design/flow/config.mk WORK_HOME=/design/flow/orfs finish
==> flow_summary.yaml <==
# yosys + openroad results
final_timing:
  rsz0062_at_grt: "no"
  tightest_slew_ps: 399.8
  finalClockSkew_ps: 6.151
  final_hold_viol_count: 0
  setup_viol: 0
  fin_crit_ps: 3251
  setup_ws_ps: 7149
  post-route-period-util_pct: 31.26
  slew_violations: 0
  relSlewSlack_pct: 73.10
  max_freq_mhz: 307.6
  finalSetupTns_ps: 0
worst_setup_path:
  cp_max_fo: 1
  rr_startpoint: "reg_a[12]"
  crit_chain: "clkdlybuf4s50_1"
  cp.required_ps: 8320
  slowest_stage: "clkdlybuf4s50_1"
  cp.arrival_ps: 1170
  cp-startpoint: "reg_s_cla[4]"
  end_kind: "output pin"
  worstSetupPathType: "flip-flop to output pin"
  cp_top_family: "buffers and inverters"
  cpPeakStageDelay_ps: 480
  cp_num_buf_inv: 1
  crit_path_start_kind: "flip-flop"
cts:
  hold_buffers: 0
  cts_resized: 0
  cts_tree: "built"
  clk_pin_slew_ps: 60
  numCtsBuffers: 9
  cts_buffer_depth: 2
  clkSinkCount: 98
  cts_setup_buffers: 0
  cts_max_level: 3
  worstSkewPairLatency_ps: 340
  cts_root_buf: "clkbuf_16"
floorplan:
  chipArea_um2: 13930
  fp.dieH_um: 118.0
  core_um2: 13190
  initCoreUtil_pct: 30.61
  io_pins: 99
  die_x_um: 118.0
  rows: 42
finish:
  final_cell_area_um2: 5505
  drive_gt1_share_pct: 7.188
  area_delta_synth_final_pct: 36.35
  fillCellCount: 1229
  lay_top_cells: "clkdlybuf4s50_1, dfxtp_1, inv_1"
logic_synthesis:
  synth-edff-count: 0
  ys_types: 39
  yosysWarnings: 2
  async_reset_ff_share_pct: 0
  yosys.area.top_type: "dfxtp_1"
  ys_area_um2: 4038
  syn-cell-area_um2: 4038
  ys_ff: 98
  syn-instance-count: 359
  yosysTopAreaCellShare_pct: 48.59
  ys_seq_share_pct: 48.59
  syn_area_per_cell_um2: 11.25
  synth_top_flop_cell: "dfxtp_1"
  area_leaders: "dfxtp_1, ha_1, inv_1, fa_1, xnor2_1"
  yosys_cells: 359
status:
  status: "complete, no violations"
drt:
  wl_per_cell_um: 9.273
  routed_wl_mm: 6.018
  ant_nets: 0
  routed_via_density: 3.801
  drtIter0Drc: 70
  drc_errors: 0
  n_antenna_cell: 0
  first_pass_iters: 6
  vias: 2467
pwr:
  total_power_mw: 0.8886
  switchingPower_mw: 0.1933
  power_density_nw_per_um2: 161.4
  intPower_mw: 0.6953
  power_frac_clock_pct: 33.3
  p_leak_nw: 2.586
  p_comb_share_pct: 18.0
  vdd_drop_max_uv: 85.97
  power_frac_seq_pct: 48.8
  swShare_pct: 21.76
grt:
  grt_use_met2_pct: 13.93
  first_global_vias: 2420
  grtUsageMet1_pct: 13.72
  grt-busiest-layer: "met2"
  antenna_found_initial: 0
  grtUsageMet3_pct: 3.020
  grt_usage_pct: 9.458
  grt_pass1_wl_mm: 10.47
  grt_max_degree: 15
  overflow: 0
placed_design:
  hpwlAfterDp_mm: 4.819
  numPortBuffers: 98
  place_ws_ps: 7515
  dpl_cell_area_um2: 5239
  gp_congestion: 0.7715
flow_run:
  warnings: 65
  cap_violations: 0
worst_hold_path:
  hp-class: "flip-flop to flip-flop"
  hp-start: "reg_b[28]"
## sequential cells by signal, indices dropped and copies added, names as in the netlist
signal and flops:
reg_ci 1, reg_co_cla 1, reg_a 32, reg_s_cla 32, reg_b 32
## cell families after synthesis
family	Yosys count	synth area share, %
AOI/OAI and AO/OA	48	9.855
xor gates and xnor gates	24	5.206
and+or+nand+nor	29	4.369
adders and majority gates	72	23.80
buffers and inverters	88	8.181
DFF	98	48.59
## routing by layer
layer	vias to the layer above	part of all wire [%]
li1	1318	-
met1	1070	48
met2	67	41
met3	12	7.4
met4	0	3.3
met5	-	0
## synth_stat cells (2+ instances only)
cell       n
nor4_1     2
ha_1      64
fa_1       8
dfxtp_1   98
xor2_1     8
nand2b_1   2
o21bai_1  10
nand2_1    3
o21ai_1    2
xnor2_1   16
o31ai_1    3
or2_2      2
nor2_1    11
inv_1     88
a21oi_1   16
a21oi_2    3
## per-stage QoR
stage	cells	utilization, %	hold WS (ps)
3_3_place_gp	633	39.72	554.5
6_report	649	41.74	569.6
2_1_floorplan	359	-	536.1
3_5_place_dp	633	39.72	566.2
4_1_cts	649	41.74	578.3
5_1_grt	649	41.74	613.4
## path summary, 6_finish.rpt
check	endpoint	slack (ps)	depth (start not counted)
min	reg_s_cla[28]	570	1
max reg2reg	reg_s_cla[28]	7750	9
min reg2reg	reg_s_cla[28]	570	1
max	s_cla[4]	7150	1
## area by class of cell
cell class                 count  area, um^2  share of cell area [%]
timing repair buffer          98       980.9                   17.82
sequential                    98        1962                   35.64
clock buffer                  14       254.0                   4.614
clock inverter                 2       12.51                  0.2273
multi-input combinational    173        1745                   31.70
inverter                      88       330.3                   6.000
tap                          176       220.2                   4.000
## power by group through the flow
stage,registers [mW],clock network [mW],logic [mW]
CTS,0.434,0.309,0.164
finish,0.433,0.295,0.160
global route,0.439,0.323,0.180
No activity file was given, so power comes from the tool's default toggle rates.
