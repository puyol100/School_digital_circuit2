### flow/design.v
module _inv(a,y); 
input a; 
output y; 
assign y = ~a;  
endmodule
module _nand2(a,b,y); 
input a,b; 
output y; 
assign y = ~(a&b); 
endmodule
module _and2(a,b,y); 
input a,b; 
output y ; 
assign y = a&b;
endmodule
module _or2(a,b,y); 
input a,b; 
output y; 
assign y = a|b;
endmodule
module _xor2(a,b,y); 
input a,b; 
output y; 
wire inv_a, inv_b; 
wire w0, w1;
_inv U0_inv(.a(a), .y(inv_a)); 
_inv U1_inv(.a(b), .y(inv_b)); 
_and2 U2_and(.a(inv_a), .b(b), .y(w0));
_and2 U3_and(.a(a), .b(inv_b), .y(w1));
_or2 U4_or(.a(w0), .b(w1), .y(y));
endmodule
module _and3(a,b,c,y); 
input a,b,c; 
output y; 
assign y=a&b&c; 
endmodule
module _or3(a,b,c,y); 
input a,b,c; 
output y; 
assign y=a|b|c; 
endmodule
module _and4(a,b,c,d,y); 
input a,b,c,d; 
output y; 
assign y=a&b&c&d; 
endmodule
module _or4(a,b,c,d,y); 
input a,b,c,d; 
output y; 
assign y=a|b|c|d; 
endmodule
module _and5(a,b,c,d,e,y); 
input a,b,c,d,e; 
output y; 
assign y=a&b&c&d&e; 
endmodule
module _or5(a,b,c,d,e,y); 
input a,b,c,d,e; 
output y; 
assign y=a|b|c|d|e; 
endmodule
module _inv_4bits(a,y); 
input [3:0] a;
output[3:0] y;
assign y=~a; 
endmodule
module _xor2_4bits(a,b,y); 
input[3:0] a,b;
output[3:0] y;
_xor2 U0_xor2(.a(a[0]),.b(b[0]),.y(y[0]));
_xor2 U1_xor2(.a(a[1]),.b(b[1]),.y(y[1]));
_xor2 U2_xor2(.a(a[2]),.b(b[2]),.y(y[2]));
_xor2 U3_xor2(.a(a[3]),.b(b[3]),.y(y[3]));
endmodule 
module _and2_4bits(a,b,y); 
input[3:0] a,b;
output[3:0] y;
assign y=a&b;
endmodule
module _or2_4bits(a,b,y); 
input[3:0] a,b;
output[3:0] y;
assign y=a|b;
endmodule
module _xnor2_4bits(a,b,y); 
input[3:0] a,b;
output[3:0] y;
wire[3:0] w0;
_xor2_4bits U0_xor2_4bits(.a(a),.b(b),.y(w0));
_inv_4bits U1_inv_4bits(.a(w0),.y(y));
endmodule
module _inv_32bits(a,y); 
input[31:0]		a;
output[31:0]	y;
assign y=~a;
endmodule
module _and2_32bits(a,b,y); 
input[31:0]		a,b;
output[31:0]	y;
assign y=a&b;
endmodule
module _or2_32bits(a,b,y); 
input[31:0]		a,b;
output[31:0]	y;
assign y=a|b;
endmodule
module _xor2_32bits(a,b,y); 
input[31:0]		a,b;
output[31:0]	y;
_xor2_4bits U0_xor2_4bits(.a(a[3:0]),   .b(b[3:0]),   .y(y[3:0]));
_xor2_4bits U1_xor2_4bits(.a(a[7:4]),   .b(b[7:4]),   .y(y[7:4]));
_xor2_4bits U2_xor2_4bits(.a(a[11:8]),  .b(b[11:8]),  .y(y[11:8]));
_xor2_4bits U3_xor2_4bits(.a(a[15:12]), .b(b[15:12]), .y(y[15:12]));
_xor2_4bits U4_xor2_4bits(.a(a[19:16]), .b(b[19:16]), .y(y[19:16]));
_xor2_4bits U5_xor2_4bits(.a(a[23:20]), .b(b[23:20]), .y(y[23:20]));
_xor2_4bits U6_xor2_4bits(.a(a[27:24]), .b(b[27:24]), .y(y[27:24]));
_xor2_4bits U7_xor2_4bits(.a(a[31:28]), .b(b[31:28]), .y(y[31:28]));
endmodule
module _xnor2_32bits(a,b,y); 
input[31:0]		a,b;
output[31:0]	y;
_xnor2_4bits U0_xnor2_4bits(.a(a[3:0]),   .b(b[3:0]),   .y(y[3:0]));
_xnor2_4bits U1_xnor2_4bits(.a(a[7:4]),   .b(b[7:4]),   .y(y[7:4]));
_xnor2_4bits U2_xnor2_4bits(.a(a[11:8]),  .b(b[11:8]),  .y(y[11:8]));
_xnor2_4bits U3_xnor2_4bits(.a(a[15:12]), .b(b[15:12]), .y(y[15:12]));
_xnor2_4bits U4_xnor2_4bits(.a(a[19:16]), .b(b[19:16]), .y(y[19:16]));
_xnor2_4bits U5_xnor2_4bits(.a(a[23:20]), .b(b[23:20]), .y(y[23:20]));
_xnor2_4bits U6_xnor2_4bits(.a(a[27:24]), .b(b[27:24]), .y(y[27:24]));
_xnor2_4bits U7_xnor2_4bits(.a(a[31:28]), .b(b[31:28]), .y(y[31:28]));
endmodule
module _nor2(a,b,y); 
input a,b; 
output y; 
assign y=~(a|b); 
endmodule
module alu32(a,b,op,result,c,n,z,v); 
input  [31:0]  a,b; 
input  [2:0]   op; 
output [31:0]  result;
output 			c,n,z,v; 
wire   [31:0]  w_not_a, w_not_b, w_and, w_or, w_xor, w_xnor, w_add, w_sub;
wire 				co_prev_add, co_add, co_prev_sub, co_sub;
_inv_32bits   U0(.a(a),.y(w_not_a)); 
_inv_32bits   U1(.a(b),.y(w_not_b)); 
_and2_32bits  U2(.a(a),.b(b),.y(w_and)); 
_or2_32bits   U3(.a(a),.b(b),.y(w_or)); 
_xor2_32bits  U4(.a(a),.b(b),.y(w_xor)); 
_xnor2_32bits U5(.a(a),.b(b),.y(w_xnor)); 
cla32_ov   A0(.a(a),.b(b),.ci(0),.s(w_add),.co_prev(co_prev_add),.co(co_add)); 
cla32_ov   A1(.a(a),.b(w_not_b),.ci(1),.s(w_sub),.co_prev(co_prev_sub),.co(co_sub)); 
mx8_32bits B0(.a(w_not_a),.b(w_not_b),.c(w_and),.d(w_or),.e(w_xor),.f(w_xnor),.g(w_add),.h(w_sub),.s2(op[2]),.s1(op[1]),.s0(op[0]),.y(result));
cal_flags32 C0(.op(op),.result(result),.co_add(co_add),.co_prev_add(co_prev_add),.co_sub(co_sub),.co_prev_sub(co_prev_sub),.c(c),.n(n),.z(z),.v(v));
endmodule
module cal_flags32(op,result,co_add,co_prev_add,co_sub,co_prev_sub,c,n,z,v); 
 input [2:0]  op; 
 input [31:0] result;
 input 		  co_add, co_prev_add, co_sub, co_prev_sub; 
 output 		  c,n,z,v;
 assign c=(op[2:1]!=2'b11)? 1'b0:((op[0]==1'b0)?co_add:co_sub); 
 assign n=result[31];
 assign z=(result==32'h0) ? 1 : 0;
 assign v=(op[2:1] != 2'b11)? 1'b0:((op[0]==1'b0)?(co_add^co_prev_add):(co_sub^co_prev_sub));
 endmodule
module cla32_ov(a,b,ci,s,co_prev,co); 
	input [31:0] a,b; 
	input ci;
	output [31:0] s;
	output co_prev;
	output co;
	wire c1,c2,c3,c4,c5,c6,c7;
cla4 CL0(.a(a[3:0])  ,.b(b[3:0])  ,.ci(ci), .s(s[3:0])  ,.co(c1));
cla4 CL1(.a(a[7:4])  ,.b(b[7:4])  ,.ci(c1), .s(s[7:4])  ,.co(c2));
cla4 CL2(.a(a[11:8]) ,.b(b[11:8]) ,.ci(c2), .s(s[11:8]) ,.co(c3));
cla4 CL3(.a(a[15:12]),.b(b[15:12]),.ci(c3), .s(s[15:12]),.co(c4));
cla4 CL4(.a(a[19:16]),.b(b[19:16]),.ci(c4), .s(s[19:16]),.co(c5));
cla4 CL5(.a(a[23:20]),.b(b[23:20]),.ci(c5), .s(s[23:20]),.co(c6));
cla4 CL6(.a(a[27:24]),.b(b[27:24]),.ci(c6), .s(s[27:24]),.co(c7));
cla4_ov CL7(.a(a[31:28]),.b(b[31:28]),.ci(c7),.s(s[31:28]),.c3(co_prev),.co(co));
endmodule
module cla4(a,b,ci,s,co); 
 input [3:0] a,b; 
 input ci;
 output [3:0] s;
 output co;
 wire c1,c2,c3; 
 fa_v2 f0(.a(a[0]),.b(b[0]),.ci(ci),.s(s[0]));
 fa_v2 f1(.a(a[1]),.b(b[1]),.ci(c1),.s(s[1]));
 fa_v2 f2(.a(a[2]),.b(b[2]),.ci(c2),.s(s[2]));
 fa_v2 f3(.a(a[3]),.b(b[3]),.ci(c3),.s(s[3]));
 clb4 CB0(.a(a),.b(b),.ci(ci),.c1(c1),.c2(c2),.c3(c3),.co(co)); 
 endmodule
module mx2_32bits(d0, d1, s, y); 
	input 	[31:0]	d0, d1; 
	input					s; 
	output	[31:0]	y; 
	assign y = (s==0) ? d0 : d1; 
endmodule
module mx8_32bits(a,b,c,d,e,f,g,h,s2,s1,s0,y); 
input  [31:0] a,b,c,d,e,f,g,h;
input 		  s2,s1,s0;
output [31:0] y;
wire 	 [31:0] w0,w1,w2,w3,w4,w5;
mx2_32bits A0(.d0(a),.d1(b),.s(s0),.y(w0));
mx2_32bits A1(.d0(c),.d1(d),.s(s0),.y(w1));
mx2_32bits A2(.d0(e),.d1(f),.s(s0),.y(w2));
mx2_32bits A3(.d0(g),.d1(h),.s(s0),.y(w3));
mx2_32bits A4(.d0(w0),.d1(w1),.s(s1),.y(w4));
mx2_32bits A5(.d0(w2),.d1(w3),.s(s1),.y(w5));
mx2_32bits A6(.d0(w4),.d1(w5),.s(s2),.y(y));
endmodule
module cla4_ov(a,b,ci,s,c3,co); 
input [3:0] a, b; 
input ci;
output [3:0] s;
output c3,co; 
wire c1,c2;
clb4 CB0(.a(a),.b(b),.ci(ci),.c1(c1),.c2(c2),.c3(c3),.co(co));
 fa_v2 f0(.a(a[0]),.b(b[0]),.ci(ci),.s(s[0]));
 fa_v2 f1(.a(a[1]),.b(b[1]),.ci(c1),.s(s[1]));
 fa_v2 f2(.a(a[2]),.b(b[2]),.ci(c2),.s(s[2]));
 fa_v2 f3(.a(a[3]),.b(b[3]),.ci(c3),.s(s[3]));
endmodule 
module clb4(a,b,ci,c1,c2,c3,co);
   input [3:0] a, b;
   input ci;
   output c1, c2, c3, co;
   wire [3:0] g, p;  
   wire w0_c1;
   wire w0_c2, w1_c2;
   wire w0_c3, w1_c3, w2_c3;
   wire w0_co, w1_co, w2_co, w3_co;
   _and2 U0_and2(.a(a[0]),.b(b[0]),.y(g[0]));
   _and2 U1_and2(.a(a[1]),.b(b[1]),.y(g[1]));
   _and2 U2_and2(.a(a[2]),.b(b[2]),.y(g[2]));
   _and2 U3_and2(.a(a[3]),.b(b[3]),.y(g[3]));
   _or2 U0_or2(.a(a[0]),.b(b[0]),.y(p[0]));
   _or2 U1_or2(.a(a[1]),.b(b[1]),.y(p[1]));
   _or2 U2_or2(.a(a[2]),.b(b[2]),.y(p[2]));
   _or2 U3_or2(.a(a[3]),.b(b[3]),.y(p[3]));
   _and2 A0_and2(.a(p[0]),.b(ci),.y(w0_c1));
   _or2  A1_or2(.a(g[0]),.b(w0_c1),.y(c1));
	_and2 B1_and2(.a(p[1]),.b(g[0]),.y(w0_c2));
   _and3 B0_and3(.a(p[1]),.b(p[0]),.c(ci),.y(w1_c2));
   _or3  B2_or3(.a(g[1]), .b(w0_c2), .c(w1_c2), .y(c2));
   _and2 C0_and2(.a(p[2]), .b(g[1]), .y(w0_c3));
	_and3 C1_and3(.a(p[2]), .b(p[1]), .c(g[0]), .y(w1_c3));
	_and4 C2_and4(.a(p[2]), .b(p[1]), .c(p[0]), .d(ci), .y(w2_c3));
	_or4  C3_or4(.a(g[2]), .b(w0_c3), .c(w1_c3), .d(w2_c3), .y(c3));
  	_and2 D0_and2(.a(p[3]), .b(g[2]), .y(w0_co));
	_and3 D1_and3(.a(p[3]), .b(p[2]), .c(g[1]), .y(w1_co));
	_and4 D2_and4(.a(p[3]), .b(p[2]), .c(p[1]), .d(g[0]), .y(w2_co));
	_and5 D3_and5(.a(p[3]), .b(p[2]), .c(p[1]), .d(p[0]), .e(ci), .y(w3_co));
	_or5  D4_or5(.a(g[3]), .b(w0_co), .c(w1_co), .d(w2_co), .e(w3_co), .y(co));
   endmodule 
module fa_v2(a,b,ci,s); 
input a,b,ci;
output s;
_xor2 U0_xor2(.a(a),.b(b),.y(w0));
_xor2 U1_xor2(.a(w0),.b(ci),.y(s));
endmodule
### flow/config.mk
export PLATFORM = sky130hd
export DESIGN_NAME = alu32
export DESIGN_NICKNAME = alu32
export VERILOG_FILES = /design/flow/design.v
export SDC_FILE = /design/flow/constraint.sdc
export NUM_CORES = 4
export LEC_CHECK = 1
export CORE_UTILIZATION = 50
### flow/constraint.sdc
current_design alu32

set clk_period 9.5
set clk_io_pct 0.2

create_clock -name clk0 -period $clk_period

set non_clock_inputs [all_inputs -no_clocks]
set_input_delay [expr $clk_period * $clk_io_pct] -clock clk0 $non_clock_inputs
set_output_delay [expr $clk_period * $clk_io_pct] -clock clk0 [all_outputs]
### flow/run.sh
#!/bin/bash
# OpenROAD 26Q1-2900-gdf79404cd8, Yosys 0.63+post, stock flow scripts
make -C /OpenROAD-flow-scripts/flow DESIGN_CONFIG=/design/flow/config.mk WORK_HOME=/design/flow/orfs finish
==> metrics.cfg <==
[worst_setup_path]
cp_cell_sequence=clkdlybuf4s50_1 > inv_1 > ha_1 > or4_1 > a21oi_4 > nor3_2 > and4b_2 > o21a_1 > nor2_1 > fa_1 > o21a_1 > a21oi_1 > xnor2_1 > a21oi_1 > nor4_2 > nand3_1 > or4_1 > nor3b_2 > nand4_1 > nor4b_2 > clkdlybuf4s50_1
path_buffers=3
slowest_stage=clkdlybuf4s50_1
arrival_ns=7.26
cp_data_required_time_ns=7.60
setup.worst_path.class=in -> out
critical_path.top_delay_family=simple AND/OR/NAND/NOR gates
critPathMaxFanout=5
critPathMaxStageDelay_ns=0.58
start_kind=primary input
end_kind=primary output

[hold_path]
worstHoldEndpoint=v
min_path_cells=3
worstHoldStart=op[0]
hold_class=in -> out

[cts]
post-cts-setup-buffer-count=0

[layout]
layout.cells.non_filler=952
nClkBuffers=0
syn_to_final_growth_pct=20.5
utilization_pct=62.2
drive_gt1_share_pct=7.51
n_sequential_cell=0
flop_area_sq_um=0

[pwr]
p_per_area_nw_per_um2=56.3
ir_drop_uv=31.6
leakagePower_nw=3.11

[yosys]
yosys-top-cells-count=ha_1 (128), inv_1 (104), nor2_1 (69)
synthDistinctLibCells=77
area_leaders=ha_1 (28%), mux4_2 (7.6%), inv_1 (6.9%)
top_cell_area_share_pct=28.5
most_common_cell=ha_1
ys_cells=728
avgSynthCellArea_sq_um=7.72
ys_seq_share_pct=0
ys_warn_count=3
yosys.area.top_type=ha_1
ys_area_sq_um=5620
syn_inst=728
syn-cell-area_sq_um=5620

[place]
dp_cells=952
hpwlAfterDp_mm=14.0
port_buffers=103
place.gp.congestion=0.951

[die]
die_y_um=108
coreArea_sq_um=10900
placementRows=38
io_pins=103
die_w_um=108
initial_core_util_pct=51.6
chipArea_sq_um=11700

[sta]
max_slew_margin_pct=53.2
setup_violations=0
max_freq_ghz=0.109
post-route-period-util_pct=96.5
period_minus_slack_ns=9.16
finalMaxSlewViolations=0
hold_viol_final=0
worstMarginPinSlew_ns=0.696

[detailed_routing]
wl_mm=17.3
vias_per_cell=5.92
drc=0
first_pass_iters=5
avgRoutedWirePerCell_um=18.2
drt-initial-drc-count=342
antenna_left=0
vias=5634
antenna_cells=0

[flow_run]
timing.max_cap.violations=0
warnings=129

[global_routing]
overflow=0
grt_pass1_wl_mm=27.5
grt_util_all_layers_pct=31.2
grt_max_degree=55
grt_pass1_vias=5369
antenna_found_initial=0

[status]
status=completed

## layout make-up
cell class	count	area, sq um
Inverter	107	404
Fill cell	961	4110
Timing Repair Buffer	111	1090
Tap cell	140	175
Multi-Input combinational cell	594	5110
## timing repair
action | 4_1_cts | 5_1_grt
endpoints found under the setup margin | 1 | 1
hold buffers | 0 | 0
pin swaps | 0 | 1
gates resized | 1 | 10
## per-stage QoR
step	power (W)	area, sq um	setup TNS [ns]	hold WS, ns	worst slack [ns]
6_report	0.000381	6770	0	4.90	0.336
5_1_grt	0.000421	6770	-0.00562	4.94	-0.00562
4_1_cts	0.000376	6720	0	4.88	0.123
3_5_place_dp	0.000373	6720	-0.0277	4.88	-0.0277
3_3_place_gp	0.000371	6720	0	4.89	0.0268
2_1_floorplan	0.000222	5620	0	3.97	2.10
## kinds of logic after synthesis
family / after synthesis / synth area share (%)
XOR/XNOR: 30 / 4.67
buffers and inverters: 134 / 10.1
multiplexers: 39 / 11.3
AND/OR/NAND/NOR: 196 / 17.0
AND-OR/OR-AND: 186 / 23.1
adder cells (fa/ha/maj): 143 / 33.8
## report_power, final
part | internal, W | total [W] | switching, W
combinational | 0.000184 | 0.000381 | 0.000197
sequential | 0 | 0 | 0
clock | 0 | 0 | 0
## worst max path at each step
stage,depth (start not counted),end,startpoint,slack (ns)
finish,21,z,a[4],0.34
global route,20,z,a[8],-0.006
CTS,21,z,a[4],0.12
## worst min-delay path, stage by stage
cell and delay [ns]:
buf_2 0.31, o31a_1 0.39, clkdlybuf4s50_1 0.38
## per-layer routing
| layer | vias to the layer above | share of wire [%] | track usage [%] |
|---|---|---|---|
| met5 | - | 0 | 0 |
| met4 | 0 | 1.9 | 6.26 |
| met3 | 22 | 7.1 | 4.05 |
| met2 | 205 | 46 | 51.0 |
| met1 | 2670 | 45 | 44.5 |
| li1 | 2737 | - | - |
## cells in the final DEF, fill, tap and decap left out, types with 5 or more instances in the layout
cell type	instances
a211oi_1	15
a21o_1	6
a21oi_1	48
a22oi_1	7
buf_4	8
clkdlybuf4s50_1	102
fa_1	15
ha_1	128
inv_1	104
mux2i_1	16
mux4_2	19
nand2_1	49
nand3_1	7
nor2_1	69
nor2b_1	9
nor3_1	7
nor4_1	12
o211ai_1	6
o21ai_0	33
o21bai_1	9
o221ai_1	8
o31ai_1	5
xnor2_1	19
xor2_1	11
Power and IR drop assume default switching activity.
